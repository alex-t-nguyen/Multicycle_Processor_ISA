### design/flow/design.v
`timescale 1ns / 1ps
module addr_mux2(
	 data0,
	 data1,
	 select,
	 dataOut
    );
parameter ADDRESS_BUS_WIDTH = 10 ;
parameter NUM_ADDRESS = 1024 ;
parameter PROGRAM_LOAD_ADDRESS = 512 ;  
parameter DATA_BUS_WIDTH = 64 ;
parameter REGFILE_ADDR_BITS = 2 ;
parameter NUM_REGISTERS = 4 ;
parameter WIDTH_REGISTER_FILE = 64 ;
parameter INSTRUCTION_WIDTH = 19 ;
parameter IMMEDIATE_WIDTH = 8 ;
parameter NUM_INSTRUCTIONS = 32 ;
parameter WIDTH_OPCODE = 5 ;   
parameter INSTR_NOP = 0 ;   
parameter INSTR_ADD = 1 ;   
parameter INSTR_ADDI = 2 ;   
parameter INSTR_SUB  = 3 ;   
parameter INSTR_MULT = 4 ;   
parameter INSTR_DIV = 5 ;   
parameter INSTR_AND = 6 ;   
parameter INSTR_MOV = 7 ;   
parameter INSTR_LR = 8 ;   
parameter INSTR_SR = 9 ;   
parameter INSTR_LA = 10 ;   
parameter INSTR_BEQ = 11 ;   
parameter INSTR_BNEQ = 12 ;   
parameter INSTR_BLEQ = 13 ;   
parameter INSTR_BGEQ = 14 ;   
parameter INSTR_BGT = 15 ;   
parameter NUM_STATE_BITS = 4;
parameter STATE_RESET = 0;
parameter STATE_IF = 1;
parameter STATE_ID = 2;
parameter STATE_LR_ADDR = 3;
parameter STATE_SR_ADDR = 4;
parameter STATE_REG_X = 5;
parameter STATE_BRANCH_COMPL = 6;
parameter STATE_MOVE = 7;
parameter STATE_ADDI = 11;
parameter STATE_LOAD_ADDR = 8;
parameter STATE_MEM_LOAD = 9;
parameter STATE_MEM_WRITEBACK = 10;
parameter STATE_MEM_STORE = 12;
parameter STATE_ALU_WB = 13;
parameter STATE_ERROR = 14;
parameter ALU_OP_NUM_BITS = 3;
parameter ALU_NUM_OPS = 1 << ALU_OP_NUM_BITS;  
parameter ALU_OP_ADD = 0;
parameter ALU_OP_SUB = 1;
parameter PC_SELECT_ALU = 0;
parameter PC_SELECT_ALU_BUF = 1;
parameter PC_SELECT_JUMP = 2;
parameter PC_SELECT_RESET = 3;
parameter NUM_ADDRESSES = 1 << ADDRESS_BUS_WIDTH;
	 input [ADDRESS_BUS_WIDTH - 1:0] data0;
	 input [ADDRESS_BUS_WIDTH - 1:0] data1;
	 input select;
	 output [ADDRESS_BUS_WIDTH - 1:0] dataOut;
	 assign dataOut = select ? data1 : data0;
endmodule
module data_mux2(
	data0,
	data1,
	select,
	dataOut
	);
parameter ADDRESS_BUS_WIDTH = 10 ;
parameter NUM_ADDRESS = 1024 ;
parameter PROGRAM_LOAD_ADDRESS = 512 ;  
parameter DATA_BUS_WIDTH = 64 ;
parameter REGFILE_ADDR_BITS = 2 ;
parameter NUM_REGISTERS = 4 ;
parameter WIDTH_REGISTER_FILE = 64 ;
parameter INSTRUCTION_WIDTH = 19 ;
parameter IMMEDIATE_WIDTH = 8 ;
parameter NUM_INSTRUCTIONS = 32 ;
parameter WIDTH_OPCODE = 5 ;   
parameter INSTR_NOP = 0 ;   
parameter INSTR_ADD = 1 ;   
parameter INSTR_ADDI = 2 ;   
parameter INSTR_SUB  = 3 ;   
parameter INSTR_MULT = 4 ;   
parameter INSTR_DIV = 5 ;   
parameter INSTR_AND = 6 ;   
parameter INSTR_MOV = 7 ;   
parameter INSTR_LR = 8 ;   
parameter INSTR_SR = 9 ;   
parameter INSTR_LA = 10 ;   
parameter INSTR_BEQ = 11 ;   
parameter INSTR_BNEQ = 12 ;   
parameter INSTR_BLEQ = 13 ;   
parameter INSTR_BGEQ = 14 ;   
parameter INSTR_BGT = 15 ;   
parameter NUM_STATE_BITS = 4;
parameter STATE_RESET = 0;
parameter STATE_IF = 1;
parameter STATE_ID = 2;
parameter STATE_LR_ADDR = 3;
parameter STATE_SR_ADDR = 4;
parameter STATE_REG_X = 5;
parameter STATE_BRANCH_COMPL = 6;
parameter STATE_MOVE = 7;
parameter STATE_ADDI = 11;
parameter STATE_LOAD_ADDR = 8;
parameter STATE_MEM_LOAD = 9;
parameter STATE_MEM_WRITEBACK = 10;
parameter STATE_MEM_STORE = 12;
parameter STATE_ALU_WB = 13;
parameter STATE_ERROR = 14;
parameter ALU_OP_NUM_BITS = 3;
parameter ALU_NUM_OPS = 1 << ALU_OP_NUM_BITS;  
parameter ALU_OP_ADD = 0;
parameter ALU_OP_SUB = 1;
parameter PC_SELECT_ALU = 0;
parameter PC_SELECT_ALU_BUF = 1;
parameter PC_SELECT_JUMP = 2;
parameter PC_SELECT_RESET = 3;
parameter NUM_ADDRESSES = 1 << ADDRESS_BUS_WIDTH;
	input [DATA_BUS_WIDTH - 1:0] data0;
	input [DATA_BUS_WIDTH - 1:0] data1;
	input select;
	output [DATA_BUS_WIDTH - 1:0] dataOut;
	assign dataOut = select ? data1 : data0;
endmodule
module dest_reg_mux2(
	 data0,
	 data1,
	 select,
	 dataOut
	 );
parameter ADDRESS_BUS_WIDTH = 10 ;
parameter NUM_ADDRESS = 1024 ;
parameter PROGRAM_LOAD_ADDRESS = 512 ;  
parameter DATA_BUS_WIDTH = 64 ;
parameter REGFILE_ADDR_BITS = 2 ;
parameter NUM_REGISTERS = 4 ;
parameter WIDTH_REGISTER_FILE = 64 ;
parameter INSTRUCTION_WIDTH = 19 ;
parameter IMMEDIATE_WIDTH = 8 ;
parameter NUM_INSTRUCTIONS = 32 ;
parameter WIDTH_OPCODE = 5 ;   
parameter INSTR_NOP = 0 ;   
parameter INSTR_ADD = 1 ;   
parameter INSTR_ADDI = 2 ;   
parameter INSTR_SUB  = 3 ;   
parameter INSTR_MULT = 4 ;   
parameter INSTR_DIV = 5 ;   
parameter INSTR_AND = 6 ;   
parameter INSTR_MOV = 7 ;   
parameter INSTR_LR = 8 ;   
parameter INSTR_SR = 9 ;   
parameter INSTR_LA = 10 ;   
parameter INSTR_BEQ = 11 ;   
parameter INSTR_BNEQ = 12 ;   
parameter INSTR_BLEQ = 13 ;   
parameter INSTR_BGEQ = 14 ;   
parameter INSTR_BGT = 15 ;   
parameter NUM_STATE_BITS = 4;
parameter STATE_RESET = 0;
parameter STATE_IF = 1;
parameter STATE_ID = 2;
parameter STATE_LR_ADDR = 3;
parameter STATE_SR_ADDR = 4;
parameter STATE_REG_X = 5;
parameter STATE_BRANCH_COMPL = 6;
parameter STATE_MOVE = 7;
parameter STATE_ADDI = 11;
parameter STATE_LOAD_ADDR = 8;
parameter STATE_MEM_LOAD = 9;
parameter STATE_MEM_WRITEBACK = 10;
parameter STATE_MEM_STORE = 12;
parameter STATE_ALU_WB = 13;
parameter STATE_ERROR = 14;
parameter ALU_OP_NUM_BITS = 3;
parameter ALU_NUM_OPS = 1 << ALU_OP_NUM_BITS;  
parameter ALU_OP_ADD = 0;
parameter ALU_OP_SUB = 1;
parameter PC_SELECT_ALU = 0;
parameter PC_SELECT_ALU_BUF = 1;
parameter PC_SELECT_JUMP = 2;
parameter PC_SELECT_RESET = 3;
parameter NUM_ADDRESSES = 1 << ADDRESS_BUS_WIDTH;
	 input [REGFILE_ADDR_BITS - 1:0] data0;
	 input [REGFILE_ADDR_BITS - 1:0] data1;
	 input select;
	 output [REGFILE_ADDR_BITS - 1:0] dataOut;
	 assign dataOut = select ? data1 : data0;
endmodule
### design/flow/run.sh
#!/bin/bash
# OpenROAD 26Q1-2900-gdf79404cd8, Yosys 0.63+post, stock flow scripts
make -C /OpenROAD-flow-scripts/flow DESIGN_CONFIG=/design/flow/config.mk WORK_HOME=/design/flow/orfs finish
### design/flow/config.mk
export PLATFORM = sky130hd
export DESIGN_NAME = addr_mux2
export DESIGN_NICKNAME = addr_mux2
export VERILOG_FILES = /design/flow/design.v
export SDC_FILE = /design/flow/constraint.sdc
export NUM_CORES = 4
export LEC_CHECK = 1
export CORE_AREA = 10 10 70 70
export DIE_AREA = 0 0 80 80
### design/flow/constraint.sdc
current_design addr_mux2

set clk_period 1.0
set clk_io_pct 0.2

create_clock -name clk0 -period $clk_period

set non_clock_inputs [all_inputs -no_clocks]
set_input_delay [expr $clk_period * $clk_io_pct] -clock clk0 $non_clock_inputs
set_output_delay [expr $clk_period * $clk_io_pct] -clock clk0 [all_outputs]
==> changes_impl.md <==
## Flow update

* Outcome: finished, violations left
* Failing checks: setup timing
* Crit-path max cell delay at 0.29 ns
* Max stage delay cell, worst path: mux2_4
* Vias in the first global route at 254
* Distinct cells, synth at 2
* Sequence of cells on the critical path: buf_8, buf_12, mux2_4, buf_6
* Relative slew slack at 95.9%
* Crit path DRT at 0.80 ns
* Largest net degree at the start of global routing at 6
* Layout cells sized above 1 at 53.5%
* Sequential share of power at 0%
* Logic area at 150 µm²
* Slew @ Worst Pin at 0.0612 ns
* Core area at 0.00342 mm²
* Switching share of power at 22.5%
* Post-Syn Instances at 11
* WP data arrival at 0.85 ns
* Vias at 219
* DIE AREA at 0.00640 mm²
* # fillers at 399
* Final setup fails at 10
* Fin crit period at 1.05 ns
* PortBufs at 31
* Clock power share at 0%
* Critical path capture point type: primary output
* DRT iter0 DRCs at 0
* Final hold violation count at 0
* DRC Markers at 0
* Met3 Usage GRT at 1.59%
* Tot Pwr at 0.203 mW
* Hold Path Class: input pin to primary output
* Final antenna-violating net count at 0
* Crit path to: dataOut[7]
* Total grt overflow at 0
* Log Warnings at 34
* Cells in synth_stat.txt at 11
* Drt total wl at 990 µm
* Fin crit share at 105%
* Die Height at 80 µm
* GRT met2 Usage at 4.25%
* Sequential-to-total area share from yosys stat at 0%
* WL/cell at 11.1 µm
* Utilization after layout at 16.0%
* CP Class: input pin to primary output
* Rows at 21
* Dominant logic cell type in the layout: dlygate4sd2_1
* Top-Level Pins at 31
* Total Routing Usage GR at 2.89%
* Lkg Pwr at 0.273 nW
* First-pass GRT wire length at 1440 µm
* Fin. max-slew vios at 0
* Max Cap Viol at 0
* Top cells excl fill/tap: dlygate4sd2_1 (20), mux2_4 (10), buf_6 (8), buf_2 (2)
* Die width at 80 µm
* TNS Setup at -0.403 ns
* F_max at 956 MHz
* Worst-path fanout max at 5
* First-pass detailed-route iteration total at 1
* Flop count at 0
* Synthesized area at 161 µm²
* Placed Area at 538 µm²
* P&R area growth vs syn at 238%
* RSZ-0062 raised after global routing: true
* Cell internal pwr at 0.157 mW
* Pwr Density at 372 mW/mm²
* Gpl congestion at 0.615
* Worst Setup Start Kind: input pin
* PnR worst setup slack at -0.0456 ns
* YS chip area at 161 µm²
* Initial Util at 4.73%
* Combinational Power Share at 100.0%
* GRT met1 Usage at 3.82%
* CP Launch Point: select
* Worst VDD drop at 0.000134 V
* Sequential Area at 0 µm²
* Initial antenna violation count at 0
* Mean Syn Cell Area at 14.7 µm²
* Via density at 2.46
* Post-CTS Setup Bufs at 0
* Cell area after layout at 546 µm²
* Busiest metal layer after global routing: met2
* # hold bufs at CTS at 0
* Clock Buffer Count at 0
* # diodes at 0
* Hold WS at 0.794 ns
* Switching pwr at 0.0457 mW
* YS warnings at 0
final cells by class:
type               instances  share of cell area (%)
repair buffers            33                    61.9
well taps                 46                    10.6
multi-input cells         10                    27.5
per-layer routing:
metal	routed length, µm	up-vias	share of wire [%]
met3	153	0	15
met1	445	90	45
met2	391	21	39
met4	0	0	0
li1	-	108	-
met5	0	-	0
kinds of logic (layout without fill, tap and decap cells):
family / count (synthesis) / count (layout) / share of synthesized area [%]
muxes: 10 / 10 / 93.0
buffers and inverters: 1 / 33 / 6.98
critical path, delay by kind of cell:
family / cells / cell delay [ns]
buffers and inverters: 3 / 0.35
multiplexers: 1 / 0.29
synth_stat cells:
cell | count | area share [%]
buf_6 | 1 | 7.0
mux2_4 | 10 | 93
worst min-delay path by stage:
stage,start,to,slack [ns],cells after the start
6_report,data0[5],dataOut[5],0.79,3
5_1_grt,data0[0],dataOut[0],0.82,3
4_1_cts,data0[5],dataOut[5],0.80,3
metrics by stage:
step | instances | setup WS [ns]
after floorplan | 11 | 0.172
after global placement | 88 | -0.824
after detailed placement | 88 | -0.824
after CTS | 89 | -0.0560
after global routing | 89 | -0.0657
final | 89 | -0.0456
power groups by stage:
stage | Clock, mW | Sequential, mW | Combinational [mW]
after CTS | 0 | 0 | 0.207
after global routing | 0 | 0 | 0.221
final | 0 | 0 | 0.203
what timing repair did:
item                                    CTS  global route
gates resized                            67             1
gates cloned                              1             0
endpoints found under the setup margin   10            10
pin swaps                                 0             0
Power figures rest on the tool's default switching activity, not on a simulated workload.
